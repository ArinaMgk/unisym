===== flow/run.sh =====
#!/bin/bash
# OpenROAD 26Q1-2900-gdf79404cd8, Yosys 0.63+post, stock flow scripts
make -C /OpenROAD-flow-scripts/flow DESIGN_CONFIG=/design/flow/config.mk WORK_HOME=/design/flow/orfs finish

===== flow/config.mk =====
export PLATFORM = sky130hd
export DESIGN_NAME = shl_6sipo
export DESIGN_NICKNAME = shl_6sipo
export VERILOG_FILES = /design/flow/design.v
export SDC_FILE = /design/flow/constraint.sdc
export NUM_CORES = 4
export LEC_CHECK = 1
export CORE_AREA = 10 10 72 72
export DIE_AREA = 0 0 82 82

===== flow/constraint.sdc =====
current_design shl_6sipo

set clk_period 1.9
set clk_io_pct 0.2

create_clock -name clk0 -period $clk_period [get_ports {CLK}]

set non_clock_inputs [all_inputs -no_clocks]
set_input_delay [expr $clk_period * $clk_io_pct] -clock clk0 $non_clock_inputs
set_output_delay [expr $clk_period * $clk_io_pct] -clock clk0 [all_outputs]

===== flow/design.v =====
module shl_6sipo(
	input CLK,
	input RST,
	input DIN,
	input EN,
	output reg READY,  
	output reg [5:0] DOUT  
);
reg [5:0] DTMP;
always @(posedge CLK or negedge RST)
begin
	if (!RST)
		{READY,DTMP} <= 7'b0000001;  
	else if (CLK && EN)
	begin
		if (READY)
		begin
			{READY,DTMP} <= {6'b000001,DIN};
			DOUT <= 0;
		end
		else
		begin
			{READY,DTMP} <= {DTMP,DIN};
			DOUT <= ((DTMP[5]) ? DTMP : 0);
		end
	end
end
endmodule

==> flow_metrics.env <==
# source this file to load flow results
export IMPL_ir_drop_mv=0.4890
export IMPL_drt_initial_drc_count=11
export IMPL_data_required_time_at_the_worst_endpoint_ns=2.12
export IMPL_tritoncts_clock_tree="built"
export IMPL_drc_errors=0
export IMPL_fin_tns_setup_ns=0
export IMPL_highest_signal_layer="met4"
export IMPL_met3_length_um=147
export IMPL_detailed_place_area_um2=713.2
export IMPL_slew_headroom=0.8181
export IMPL_worst_pin_slew_ns=0.2728
export IMPL_via_count=355
export IMPL_netlist_cell_type_count=12
export IMPL_clock_skew_final_ns=0.002735
export IMPL_setup_worst_path_start_class="clock port"
export IMPL_crit_path_start="CLK"
export IMPL_timing_hold_worst_class="clock port to register"
export IMPL_power_density_cell_area_nw_per_um2=1789
export IMPL_cts_repair_timing_setup_buffer_count=0
export IMPL_power_leakage_nw=0.3946
export IMPL_cp_arrival_ns=2.07
export IMPL_chipWidth_um=82
export IMPL_antenna_found_initial=0
export IMPL_synth_yosys_chip_area_um2=545.5
export IMPL_grtUsageTotal=0.03379
export IMPL_first_pass_iters=2
export IMPL_pin_count_of_the_biggest_net_entering_global_routing=9
export IMPL_drtAntennaViolNets=0
export IMPL_worst_path_largest_cell_delay_ns=0.29
export IMPL_placement_stage_worst_setup_slack_ns=0.3871
export IMPL_synth_flops=13
export IMPL_tool_warnings=33
export IMPL_port_buffer_count=10
export IMPL_critical_path_most_common_cell="clkbuf_8"
export IMPL_numPlacedInstances=93
export IMPL_rrSetupSlack_ns=0.86
export IMPL_grt_pass1_vias=470
export IMPL_dieHeight_um=82
export IMPL_wire_length_per_cell_after_detailed_routing_um=9.661
export IMPL_path_class="clock port to register"
export IMPL_grt_remaining_overflow=0
export IMPL_design_power_total_mw=1.672
export IMPL_core_area_um2=3689
export IMPL_layout_cells_most_common="clkbuf_8"
export IMPL_worst_r2r_path_depth=2
export IMPL_final_setup_viol_count=0
export IMPL_syn_avg_cell_area_um2=16.04
export IMPL_area_leaders="edfxtp_1, dfrtp_1, mux2_4"
export IMPL_cp_max_fo=4
export IMPL_crit_reg2reg_capture="DOUT[1]"
export IMPL_yosys_cells=34
export IMPL_crit_slowest_cell="mux2_4"
export IMPL_report_final_slew_viol_count=0
export IMPL_postSynthSeqShare=0.6537
export IMPL_max_capacitance_violation_count=0
export IMPL_post_cts_resize_count=0
export IMPL_initCoreUtil=0.1479
export IMPL_area_growth_syn_to_layout_pct=71.33
export IMPL_netlist_top_cell_by_area="edfxtp_1"
export IMPL_cts_hold_buffers=0
export IMPL_ys_warn_count=1
export IMPL_syn_cell_area_um2=545.5
export IMPL_stdcell_count=109
export IMPL_worstReg2RegStart="READY"
export IMPL_design_die_area_um2=6724
export IMPL_detailed_place_hpwl_um=670.3
export IMPL_endpoint="DTMP[5]"
export IMPL_outcome="complete, no violations"
export IMPL_routed_wl_um=1053
export IMPL_cts_reportedPaths_clkPinSlew_ns=0.05
export IMPL_detail_route_antenna_diodes=0
export IMPL_finalWeightedCongestion=0.7409
export IMPL_route_layer_met1_wl_um=451
export IMPL_cp_end_kind="register"
export IMPL_fraction_of_layout_instances_using_a_drive_strength_above_1=0.4262
export IMPL_num_io_pins=11
export IMPL_post_route_worst_setup_slack_ns=0.04857
export IMPL_vias_per_cell=3.257
export IMPL_layout_top_cells="clkbuf_8, clkdlybuf4s50_1, edfxtp_1, dfrtp_1, mux2_4"
export IMPL_met2_length_um=411
export IMPL_floorplan_rows=22
export IMPL_top_cell_area_share=0.3303
export IMPL_hold_viol=0
export IMPL_rsz0062_at_grt="no"
export IMPL_clock_insertion_delay_worst_skew_ns=0.34
export IMPL_grt_first_pass_wirelength_um=1628
export IMPL_ordered_cell_list_for_the_critical_path="clkbuf_8 -> clkbuf_8 -> clkbuf_8 -> clkbuf_8 -> clkbuf_8 -> nand2_4 -> clkbuf_8 -> mux2_4"
export IMPL_stdcell_area_um2=934.6
export IMPL_syn_instance_count=34
-- per-layer routing --
metal | global-route usage | vias up
li1 | - | 173
met1 | 0.02571 | 156
met2 | 0.03213 | 19
met3 | 0.04846 | 7
met4 | 0.04252 | 0
met5 | 0 | -
-- where the power goes --
part           switching (mW)  internal (mW)
combinational          0.0492          0.106
clock                   0.274          0.753
sequential             0.0639          0.426
total                   0.387           1.29
-- state kept, by name, summed over array words and instances, names as in the netlist --
name   cells
READY      1
DOUT       6
DTMP       6
-- worst max-delay path, delay by kind of cell --
| family | cells | cell delay [ns] |
|---|---|---|
| buffers and inverters | 6 | 0.77 |
| and+or+nand+nor | 1 | 0.07 |
| muxes | 1 | 0.29 |
-- per-stage QoR --
stage,hold WS (ns),util
after global placement,0.1043,0.1934
after detailed placement,0.1044,0.1934
final,0.3239,0.2534
after global routing,0.3696,0.2534
after floorplan,0.08441,-
after CTS,0.3380,0.2534
-- cell families after synthesis --
family / after synthesis / share of synthesized area
flops: 13 / 0.6537
compound gates: 2 / 0.02064
mux: 6 / 0.1651
simple gates: 13 / 0.1605
-- final cells by class --
type | count | area (um^2)
Clock buffer | 16 | 221.5
Fill cell | 392 | 2754
Multi-Input combinational cell | 21 | 188.9
Sequential cell | 13 | 356.6
Tap cell | 48 | 60.06
Timing Repair Buffer | 11 | 107.6
-- how the worst min path moves through the flow --
stage         from      end  slack (ns)  cells after the start
finish         CLK  DTMP[1]        0.32                      6
global route   CLK  DTMP[1]        0.37                      6
CTS            CLK  DTMP[1]        0.34                      6
-- synth_stat cells (all sizes together) --
master / n
nand2: 1
dfstp: 1
nor2b: 5
a31oi: 1
mux2: 6
edfxtp: 6
a21oi: 1
nor2: 1
and3: 1
and2: 5
dfrtp: 6
Power figures rest on the tool's default switching activity, not on a simulated workload.
