## ./config.mk

```make
export PLATFORM = sky130hd
export DESIGN_NAME = mul_4uns8
export DESIGN_NICKNAME = mul_4uns8
export VERILOG_FILES = /design/flow/design.v
export SDC_FILE = /design/flow/constraint.sdc
export NUM_CORES = 4
export LEC_CHECK = 1
export CORE_AREA = 10 10 70 70
export DIE_AREA = 0 0 80 80
```

## ./constraint.sdc

```tcl
current_design mul_4uns8

set clk_period 1.7
set clk_io_pct 0.2

create_clock -name clk0 -period $clk_period

set non_clock_inputs [all_inputs -no_clocks]
set_input_delay [expr $clk_period * $clk_io_pct] -clock clk0 $non_clock_inputs
set_output_delay [expr $clk_period * $clk_io_pct] -clock clk0 [all_outputs]
```

## ./run.sh

```bash
#!/bin/bash
# OpenROAD 26Q1-2900-gdf79404cd8, Yosys 0.63+post, stock flow scripts
make -C /OpenROAD-flow-scripts/flow DESIGN_CONFIG=/design/flow/config.mk WORK_HOME=/design/flow/orfs finish
```

## ./design.v

```verilog
module mul_4uns8(
	output reg [3:0] RES,
	input [3:0] INA,
	input [3:0] INB
);
	reg[7:0] TMPA;
	reg[3:0] TMPB;
	always @(INA or INB)
	begin
		RES = 0;
		TMPA = INA;
		TMPB = INB;
		repeat(4)
		begin
			if (TMPB[0]) RES = RES + TMPA;
			TMPA = TMPA << 1;
			TMPB = TMPB >> 1;
		end
	end
endmodule
```

==> ci_impl_report.md <==
### Yosys + OpenROAD results

| Metric | Value |
|---|---|
| Status | finished, violations left |
| Failing checks | negative setup slack |
| Slew Limit Fails | 0 |
| Synth Seq Share | 0% |
| CP Launch Type | input port |
| Final setup margin | -0.799 ns |
| Layout cells sized above 1 | 55.3% |
| Cell internal pwr | 0.0000847 W |
| Top cells excl fill/tap | buf_4 (9), clkdlybuf4s50_1 (6), nand2_1 (4) |
| Top cell excl fill/tap | buf_4 |
| Setup TNS | -1.83 ns |
| Critical Path Start | INB[0] |
| Dpl hpwl | 619 um |
| Vias per inst | 2.33 |
| Rows | 21 |
| Slowest-stage cell, CP | fa_1 |
| Post-synthesis cell type count | 10 |
| Cell area after layout | 444 um^2 |
| Final Setup Violations | 3 |
| Area Growth Syn to Fin | 165% |
| FF+latch area | 0 um^2 |
| Most Frequent Cell on Critical Path | ha_4 |
| RSZ-0062 raised after global routing | yes |
| Crit path kind | in -> out |
| WHS | 1.21 ns |
| Sw Pwr | 0.0000350 W |
| Final hold vios | 0 |
| Final antenna-violating net count | 0 |
| Net Sw Frac | 29.2% |
| Arrival @ worst endpoint | 2.16 ns |
| Clock buffers | 0 |
| Fillers | 399 |
| Fmax | 400 MHz |
| Dpl cell area | 418 um^2 |
| Registers | 0 |
| Pwr/cell area | 270 nW/um^2 |
| Total I/O pin count | 12 |
| Count of tool warnings | 35 |
| Max IR drop VDD | 0.0000255 V |
| Chip width | 80 um |
| Post-Route WL | 668 um |
| Crit path cell chain | buf_6 -> and2_4 -> ha_4 -> fa_1 -> mux2_4 -> ha_4 -> xor2_1 -> nand2_1 -> xnor3_1 -> buf_2 |
| RD Place Congestion | 0.800 |
| Syn Area/Cell | 9.86 um^2 |
| Seq pwr share | 0% |
| Max Cap Viol | 0 |
| Comb power frac | 100.0% |
| WL/cell | 7.95 um |
| Antenna diode count | 0 |
| Largest net degree at the start of global routing | 4 |
| Slew headroom | 90.8% |
| Init Core Util | 4.91% |
| Chip area | 6400 um^2 |
| Synth warnings | 1 |
| Hold Crit Start | INA[1] |
| Final critical-path share of the clock period | 147% |
| DR DRC count | 0 |
| Yosys cell count | 17 |
| GRT Total Usage | 2.18% |
| DR pass1 iterations | 2 |
| Die H | 80 um |
| Max incr delay on CP | 0.43 ns |
| Clock share of power | 0% |
| Cells after synthesis | 17 |
| Worst slack, placed | -1.51 ns |
| Leak pwr | 0.196 nW |
| Design Power | 0.000120 W |
| Final min period | 2.50 ns |
| Cell Area, Synth | 168 um^2 |
| Via count | 196 |
| Grt ovf | 0 |
| Vias in the first global route | 237 |
| First-pass GRT wire length | 1.12 mm |
| CP endpoint kind | output pin |
| CP max FO | 2 |
| Initial drt markers | 1 |
| Initial antenna violation count | 0 |
| Worst-Margin Slew | 0.137 ns |
| IO Port Bufs | 12 |
| CORE AREA | 3420 um^2 |
| Logic area | 199 um^2 |
| Yosys chip area | 168 um^2 |
| Worst EP required | 1.36 ns |
| Hold Path Class | in -> out |
[worst max-delay path: cells and delay by family]
| kind | cells | cell delay (ns) |
|---|---|---|
| xor+xnor | 2 | 0.36 |
| buf+inv | 2 | 0.21 |
| simple gates | 2 | 0.22 |
| fa+ha+maj | 3 | 0.74 |
| mux | 1 | 0.29 |
[per-stage QoR]
step	instances	util (%)
floorplan	17	-
global placement	81	12.2
detailed placement	81	12.2
CTS	82	12.3
global route	84	13.0
finish	84	13.0
[path summary, 6_finish.rpt]
| path | end | slack [ns] | depth (start not counted) |
|---|---|---|---|
| worst max-delay path | RES[3] | -0.80 | 10 |
| worst min-delay path | RES[3] | 1.21 | 6 |
[what timing repair did]
item | CTS | global route
resized | 21 | 2
endpoints found under the setup margin | 4 | 3
hold buffers | 0 | 0
buffers inserted | 1 | 2
pin swaps | 6 | 6
endpoints found under the hold margin | 0 | 0
[metal layers]
layer  share of wire, %  vias up  global-route usage (%)
met5                  0        -                       0
met4                  0        0                       0
met3                  0        0                       0
met2                 76        0                    5.54
met1                 24       95                    1.66
li1                   -      101                       -
[synthesized netlist by cell type, drive strengths merged]
cell type,count,share of area (%)
nand2,4,9.0
and2,3,13
mux2,3,22
ha,2,15
xor2,2,10
fa,1,12
xnor2,1,5.2
xnor3,1,13
[power by group through the flow]
stage	Sequential (W)	Combinational, W	Clock [W]
CTS	0	0.000114	0
global route	0	0.000134	0
finish	0	0.000120	0
[layout make-up]
class                      instances  share of cell area (%)
multi-input combinational         17                    44.8
timing repair buffer              21                    42.3
tap                               46                    13.0
[logic make-up (layout without fill, tap and decap cells)]
kind of cell / count (synthesis) / count (layout) / share of synthesized area [%]
adders and majority gates: 3 / 3 / 26.9
muxes: 3 / 3 / 22.4
buffers and inverters: 0 / 21 / 0
and+or+nand+nor: 7 / 7 / 21.6
xor gates and xnor gates: 4 / 4 / 29.1
Power is estimated from default activity; no workload was simulated.
