==> ./design.v <==
module counter_8_dd(
	input CLK,
	input RST, 
	input EN,  
	input LOAD, 
	input DIR, 
	input [7:0] DATA,
	output COUT,
	output [7:0] DOUT
);
	reg [7:0] count_reg;
	always @(posedge CLK or negedge RST)
	begin
		if (!RST)
			count_reg = 0;
		else if (EN)
		begin
			if (LOAD)
				count_reg = DATA;
			else if (DIR)
				count_reg = count_reg + 1;
			else
				count_reg = count_reg - 1;
		end
	end
	assign COUT = (DIR && count_reg==8'b11111111 || !DIR && count_reg==8'b00000000) ? 1 : 0;
	assign DOUT = count_reg;
endmodule
==> ./run.sh <==
#!/bin/bash
# OpenROAD 26Q1-2900-gdf79404cd8, Yosys 0.63+post, stock flow scripts
make -C /OpenROAD-flow-scripts/flow DESIGN_CONFIG=/design/flow/config.mk WORK_HOME=/design/flow/orfs finish
==> ./config.mk <==
export PLATFORM = sky130hd
export DESIGN_NAME = counter_8_dd
export DESIGN_NICKNAME = counter_8_dd
export VERILOG_FILES = /design/flow/design.v
export SDC_FILE = /design/flow/constraint.sdc
export NUM_CORES = 4
export LEC_CHECK = 1
export CORE_AREA = 10 10 71 71
export DIE_AREA = 0 0 81 81
==> ./constraint.sdc <==
current_design counter_8_dd

set clk_period 2.4
set clk_io_pct 0.2

create_clock -name clk0 -period $clk_period [get_ports {CLK}]

set non_clock_inputs [all_inputs -no_clocks]
set_input_delay [expr $clk_period * $clk_io_pct] -clock clk0 $non_clock_inputs
set_output_delay [expr $clk_period * $clk_io_pct] -clock clk0 [all_outputs]
==> flow_metrics.env <==
# source this file to load flow results
export IMPL_ant_nets=0
export IMPL_postCtsHoldBufs=0
export IMPL_setup_tns_ps=0
export IMPL_chip_area_um2=6560
export IMPL_antenna_found_initial=0
export IMPL_vias=753
export IMPL_slew_headroom=0.752
export IMPL_wl_mm=2.02
export IMPL_cts_tree="built"
export IMPL_finalSetupViolCount=0
export IMPL_syn_to_final_growth_pct=60.3
export IMPL_largest_register_ffs=8
export IMPL_ys_warn_count=1
export IMPL_yosysTopAreaCell="dfrtp_1"
export IMPL_drv_slew=0
export IMPL_hold_viol=0
export IMPL_grt_total_usage=0.0627
export IMPL_min_period_over_period=0.945
export IMPL_syn_inst=81
export IMPL_ios=22
export IMPL_clockRootBuffer="clkbuf_8"
export IMPL_drcViolationCount=0
export IMPL_p_total_w=0.000813
export IMPL_area_leaders="dfrtp_1, ha_1, a21oi_1"
export IMPL_drive_gt1_frac=0.203
export IMPL_avgRoutedWirePerCell_um=12.2
export IMPL_cts_setup_buffers=0
export IMPL_placed_cells=163
export IMPL_syn_area_um2=696
export IMPL_globalplace_congestion=0.838
export IMPL_clock_fmax_mhz=441
export IMPL_cts_max_path_buffers=2
export IMPL_die_y_um=81
export IMPL_grt_pass1_vias=756
export IMPL_num_antenna_cells=0
export IMPL_grt_pass1_wl_mm=3.37
export IMPL_drv_cap=0
export IMPL_core_um2=3630
export IMPL_worst_slew_pin_slew_ps=371
export IMPL_irDropWorstVdd_mv=0.241
export IMPL_htree_num_levels=1
export IMPL_die_x_um=81
export IMPL_clock_skew_ps=2.05
export IMPL_hpwl_mm=1.67
export IMPL_ys_cells=81
export IMPL_ys_seq_share=0.288
export IMPL_cts_buffers=3
export IMPL_stage_log_warnings=25
export IMPL_place_area_um2=1070
export IMPL_rows=22
export IMPL_synth_area_per_cell_um2=8.59
export IMPL_critPathLaunchType="input pin"
export IMPL_path_class="in -> reg"
export IMPL_critPathCaptureType="flop"
export IMPL_routed_via_density=4.54
export IMPL_ctsResizeCount=1
export IMPL_final_area_um2=1110
export IMPL_cp_max_fo=7
export IMPL_rsz0062_at_grt="false"
export IMPL_min_path_type="in -> async"
export IMPL_synth_cell_types=33
export IMPL_synth_chip_area_um2=696
export IMPL_synth_top_area_share=0.288
export IMPL_initial_core_util=0.191
export IMPL_holdWs_ps=541
export IMPL_status="completed"
export IMPL_port_buffers=21
export IMPL_required_ps=2560
export IMPL_drtPass1Iterations=2
export IMPL_path_clk_slew_ps=40
export IMPL_synth_flops=8
export IMPL_clk_latency_ps=220
export IMPL_grt_start_max_net_pins=16
export IMPL_fin_crit_ps=2270
export IMPL_p_per_area_nw_per_um2=729
export IMPL_drt_initial_drc_count=30
export IMPL_fin_cells=166
export IMPL_leakage_nw=0.472
export IMPL_overflow=0
export IMPL_arrival_ps=2430
export IMPL_cts_sinks=8
## Yosys cell counts
cell type	n
o211ai_1	1
nand3_1	5
nand4b_1	1
a21oi_1	7
nor3_2	1
inv_1	3
nor4_1	1
o21ai_0	4
a21o_1	2
mux2i_1	2
a21o_2	1
fa_1	1
nand4_1	1
nor3_1	1
ha_1	6
dfrtp_1	8
a31oi_1	4
nor2_1	7
mux2_2	1
a211oi_2	1
nand2_1	7
clkbuf_1	2
xnor2_1	3
o31ai_1	1
nand2b_1	1
o311ai_0	1
xor2_1	1
o221ai_1	1
a211o_1	1
o21bai_1	1
or4b_1	1
nor3b_1	1
nor2b_1	2
## through the flow
stage,setup WS (ps),utilization
global placement,-146,0.295
floorplan,337,-
global route,4.61,0.307
finish,132,0.307
detailed placement,-166,0.295
CTS,61.1,0.306
## routing by layer
metal,part of all wire,wire length [um],GRT usage,vias to the layer above
met5,0,0,0,-
met4,0.0089,18,0.00519,0
met3,0.077,156,0.0189,2
met2,0.43,863,0.0963,20
met1,0.49,980,0.0887,352
li1,-,-,-,379
## worst max-delay path, stage by stage
cell and delay, ps:
clkdlybuf4s50_1 490, inv_2 90, ha_1 330, a211oi_2 250, nor3_2 90, mux2i_1 130
or4b_1 470, nand3_1 90
## kinds of logic after synthesis
family / Yosys count / synth area share
adders and majority gates: 7 / 0.137
xor gates and xnor gates: 4 / 0.0504
and+or+nand+nor: 29 / 0.216
DFF: 8 / 0.288
AOI/OAI and AO/OA: 25 / 0.237
buffers and inverters: 5 / 0.0270
muxes: 3 / 0.0450
## where the power goes
group	leakage, nW	internal (W)	switching [W]
logic	0.357	0.000265	0.000165
registers	0.0936	0.000170	0.0000579
clock network	0.0216	0.000108	0.0000468
## cell type report
type | count | area [um^2]
inverter | 3 | 11.3
fill | 395 | 2520
clock buffer | 3 | 41.3
tap | 48 | 60.1
timing repair buffer | 36 | 322
multi-input combinational | 68 | 480
sequential | 8 | 200
## worst paths after layout
| path | slack [ps] | cells past startpoint | startpoint | end |
|---|---|---|---|---|
| min in group clk0 | 630 | 1 | count_reg[2]$_DFFE_PN0P_ | count_reg[2]$_DFFE_PN0P_ |
| hold reg to reg | 630 | 1 | count_reg[2]$_DFFE_PN0P_ | count_reg[2]$_DFFE_PN0P_ |
| max in group asynchronous | 1590 | 1 | RST | count_reg[3]$_DFFE_PN0P_ |
| setup / recovery | 130 | 8 | DIR | count_reg[7]$_DFFE_PN0P_ |
| hold / removal | 540 | 1 | RST | count_reg[6]$_DFFE_PN0P_ |
| setup reg to reg | 520 | 6 | count_reg[1]$_DFFE_PN0P_ | count_reg[7]$_DFFE_PN0P_ |
## placed cells by master, fill, tap and decap left out
master	count
clkdlybuf4s50_1	20
buf_4	15
dfrtp_1	8
nand2_1	7
nor2_1	7
a21oi_1	6
ha_1	6
nand3_1	5
a31oi_1	4
xnor2_1	3
clkbuf_8	3
a21o_1	2
o21ai_0	2
inv_1	2
nor2b_1	2
o21ai_1	2
mux2i_1	2
inv_2	1
nand4_1	1
nor4_1	1
nor3_1	1
o31ai_1	1
a21oi_2	1
a211oi_2	1
o21bai_1	1
xor2_1	1
o221ai_1	1
a21o_2	1
a211o_1	1
o211ai_1	1
mux2_2	1
nand4b_1	1
nand2b_1	1
nor3_2	1
nor3b_1	1
o311ai_0	1
or4b_1	1
fa_1	1
dlygate4sd2_1	1
Power is estimated from default activity; no workload was simulated.
